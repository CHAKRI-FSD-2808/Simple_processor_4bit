==> ./design.v <==
`timescale 1ns / 1ps
module alu(
  input [3:0] A, B,
  input [2:0] opcode,
  output reg [3:0] result
           );
  always @(*) begin
    case(opcode)
      3'b000: result = 4'b0000;           
      3'b001: result = A + B;             
      3'b010: result = A - B;             
      3'b011: result = A & B;             
      3'b100: result = A | B;             
      default: result = 4'b0000;
    endcase
  end
endmodule
`timescale 1ns / 1ps
module control_unit (
  input [3:0] instruction,
  output reg [2:0] alu_op,
  output reg mem_we, reg_we
);
  always @(*) begin
    alu_op = instruction[2:0];
    mem_we = 0; reg_we = 0;
    case (instruction[3:0])
      4'b0000: ;                       
      4'b0001: begin alu_op = 3'b001; reg_we = 1; end  
      4'b0010: begin alu_op = 3'b010; reg_we = 1; end  
      4'b0101: begin mem_we = 0; reg_we = 1; end       
      4'b0110: begin mem_we = 1; reg_we = 0; end       
    endcase
  end
endmodule
`timescale 1ns / 1ps
module memory (
  input clk,
  input we,
  input [1:0] address,
  input [3:0] data_in,
  output reg [3:0] data_out
);
  reg [3:0] mem [3:0];
  initial begin
  mem[0] = 4'b1010;   
end
  always @(posedge clk) begin
    if (we)
      mem[address] <= data_in;
    data_out <= mem[address];
  end
endmodule
`timescale 1ns / 1ps
module register_file (
  input clk,
  input we,
  input [1:0] read_reg1, read_reg2, write_reg,
  input [3:0] write_data,
  output [3:0] read_data1, read_data2
);
  reg [3:0] registers [3:0];
  assign read_data1 = registers[read_reg1];
  assign read_data2 = registers[read_reg2];
  initial 
  begin
  registers[0] = 4'b0010;   
  registers[1] = 4'b0001;   
  end
  always @(posedge clk) begin
    if (we)
      registers[write_reg] <= write_data;
  end
endmodule
`timescale 1ns / 1ps
module processor (
  input clk,
  input [3:0] instruction,
  output [3:0] alu_result_debug,
  output [3:0] reg0_debug,
  output [3:0] reg1_debug
);
  wire [3:0] r1, r2, alu_result, mem_out;
  wire [2:0] alu_op;
  wire mem_we, reg_we;
  control_unit CU(.instruction(instruction), .alu_op(alu_op), .mem_we(mem_we), .reg_we(reg_we));
  register_file RF(.clk(clk), .we(reg_we), .read_reg1(2'b00), .read_reg2(2'b01), .write_reg(2'b00), .write_data(alu_result), .read_data1(r1), .read_data2(r2));
  alu ALU(.A(r1), .B(r2), .opcode(alu_op), .result(alu_result));
  memory MEM(.clk(clk), .we(mem_we), .address(2'b00), .data_in(r1), .data_out(mem_out));
  assign alu_result_debug = alu_result;
  assign reg0_debug = r1;
  assign reg1_debug = r2;
endmodule
==> ./config.mk <==
export PLATFORM = sky130hd
export DESIGN_NAME = processor
export DESIGN_NICKNAME = processor
export VERILOG_FILES = /design/flow/design.v
export SDC_FILE = /design/flow/constraint.sdc
export NUM_CORES = 4
export LEC_CHECK = 1
export CORE_AREA = 10 10 70 70
export DIE_AREA = 0 0 80 80
==> ./constraint.sdc <==
current_design processor

set clk_period 3.3
set clk_io_pct 0.2

create_clock -name clk0 -period $clk_period [get_ports {clk}]

set non_clock_inputs [all_inputs -no_clocks]
set_input_delay [expr $clk_period * $clk_io_pct] -clock clk0 $non_clock_inputs
set_output_delay [expr $clk_period * $clk_io_pct] -clock clk0 [all_outputs]
==> ./run.sh <==
#!/bin/bash
# OpenROAD 26Q1-2900-gdf79404cd8, Yosys 0.63+post, stock flow scripts
make -C /OpenROAD-flow-scripts/flow DESIGN_CONFIG=/design/flow/config.mk WORK_HOME=/design/flow/orfs finish
==> flow_metrics.py <==
# Synthesis and PnR figures
metrics = {
    "finish": {
        "syn_to_final_growth_pct": 78.4,
        "stdcell_area_um2": 641,
        "fillers": 387,
        "largest_registers": "RF.registers x4",
        "regMostFlops": "RF.registers",
        "largest_reg_flops": 4,
        "drive_gt1_share_pct": 37.3,
    },
    "global_routing": {
        "overflow": 0,
        "grt_pass1_vias": 381,
        "antenna_found_initial": 0,
        "grt_usage_pct": 3.47,
        "grt_max_degree": 6,
        "grt_pass1_wl_um": 1740,
    },
    "job": {
        "warnings": 25,
        "drv_cap": 0,
    },
    "placed_design": {
        "dp_slack_ps": -505,
        "dp_hpwl_um": 850,
        "portBuffers": 12,
        "placed_area_um2": 582,
        "globalplace.congestion": 0.744,
    },
    "critical_path": {
        "slowest_delay_ps": 360,
        "cp.required_ps": 2640,
        "crit_top_cell": "dlygate4sd2_1",
        "path_cells": "dlygate4sd2_1 -> nand2b_4 -> or2_4 -> inv_4 -> ha_1 -> and3_4 -> or3_4 -> a21o_1 -> nand3_2 -> dlygate4sd2_1",
        "cp.arrival_ps": 2560,
        "slowest_stage": "or3_4",
        "cp_top_family": "simple AND/OR/NAND/NOR gates",
        "crit_fanout": 3,
        "crit_buf_inv": 3,
        "start_kind": "primary input",
        "cp-end-kind": "primary output",
        "criticalPathCategory": "in -> out",
    },
    "final_timing": {
        "final_max_slew_viol_count": 0,
        "hold_viol_final": 0,
        "worst_slack_ps": 75.9,
        "min_period_over_period_pct": 97.7,
        "finalCriticalPeriod_ps": 3220,
        "fin_setup_tns_ps": 0,
        "final-setup-viol-count": 0,
        "max_freq_ghz": 0.310,
        "skew_ps": 7.52,
    },
    "detailed_routing": {
        "viasPerCell": 3.20,
        "wl_met2_um": 512,
        "diodes": 0,
        "avgRoutedWirePerCell_um": 10.1,
        "ant_nets": 0,
        "top_layer": "met3",
        "vias": 336,
        "dr.pass1.iters": 2,
        "route.detailed.drc": 0,
        "met1Wirelength_um": 454,
        "detail_route.iter0.violations": 1,
        "drt-total-wl_um": 1060,
        "met3_length_um": 93,
    },
    "clock_tree": {
        "clock-sinks": 4,
        "path_clk_slew_ps": 30,
        "cts_tree": "yes",
        "cts_root_buffer": "clkbuf_4",
        "postCtsHoldBufs": 0,
        "cts_buffers": 3,
        "htree_levels": 1,
        "clk_latency_ps": 240,
        "clock_path_buffers": 2,
    },
    "logic_synthesis": {
        "yosys_warnings": 4,
        "ys_ff": 4,
        "avgSynthCellArea_um2": 9.97,
        "yosysChipArea_um2": 359,
        "synth_cell_types": 23,
        "syn_inst": 36,
        "postSynthSeqShare_pct": 33.4,
        "yosys.area.top_type": "edfxtp_1",
        "top_area_share_pct": 33.4,
        "area_leaders": "edfxtp_1, buf_4, ha_1",
        "netlist_area_um2": 359,
        "ys_cells": 36,
    },
    "power_and_ir_drop": {
        "p_leak_nw": 0.285,
        "power_density_mw_per_mm2": 269,
        "power_mw": 0.172,
        "irDropWorstVdd_mv": 0.225,
    },
    "floorplanning": {
        "chipHeight_um": 80,
        "core_area_mm2": 0.00342,
        "chip_area_mm2": 0.00640,
        "fp_util_pct": 10.5,
        "row_count": 21,
        "die_w_um": 80,
        "ios": 17,
    },
    "status": {
        "status": "finished, final reports clean",
    },
    "hold_path": {
        "worstHoldPathType": "reg -> reg",
    },
}
-- stage by stage --
step,util (%),std cells,hold WS (ps)
3_3_place_gp,17.0,101,658
5_1_grt,18.8,105,763
3_5_place_dp,17.0,101,651
2_1_floorplan,-,38,549
4_1_cts,18.5,105,719
6_report,18.8,105,718
-- cell usage after synthesis --
master,count
nand2b_1,2
xor2_1,1
and3_4,1
a21oi_1,3
fa_1,1
a21o_1,1
conb_1,2
a22o_1,2
nor2_1,1
a21o_2,1
nand3_1,1
nand3_2,1
or2_1,1
buf_4,4
xnor2_1,1
or3_1,1
edfxtp_1,4
o21ai_0,1
inv_1,1
nand2_1,1
nor3b_1,2
ha_1,2
o21bai_1,1
-- where the power goes --
part | internal, mW | switching, mW | total (mW) | leakage (nW)
Sequential | 0.0597 | 0.00308 | 0.0627 | 0.0380
Combinational | 0.0308 | 0.0177 | 0.0485 | 0.233
Clock | 0.0407 | 0.0204 | 0.0611 | 0.0138
-- cells by family after synthesis --
logic type,count (synthesis),synth area share (%)
AND-OR/OR-AND,9,17.1
XOR/XNOR,2,4.88
adder cells (fa/ha/maj),3,12.5
buffers and inverters,5,9.41
flip-flops,4,33.5
other,2,2.09
AND/OR/NAND/NOR,11,20.6
-- cells in the final DEF (no fill, tap or decap), drive strengths merged, types with 3 or more instances in the layout --
| cell type | count |
|---|---|
| conb | 4 |
| dlygate4sd2 | 5 |
| edfxtp | 4 |
| clkbuf | 3 |
| buf | 10 |
| clkdlybuf4s50 | 6 |
| a21oi | 3 |
-- per-layer routing --
layer	global-route usage, %	up-vias
li1	-	168
met1	3.99	156
met2	5.62	12
met3	2.05	0
met4	0.352	0
met5	0	-
-- path summary, 6_finish.rpt --
check             cells past startpoint  slack (ps)                         start                            to
setup / recovery                     10          80                instruction[0]           alu_result_debug[3]
setup reg to reg                      6        1470  RF.registers[0][1]$_DFFE_PP_  RF.registers[0][3]$_DFFE_PP_
hold / removal                        1         720  RF.registers[0][2]$_DFFE_PP_  RF.registers[0][2]$_DFFE_PP_
hold reg to reg                       1         720  RF.registers[0][2]$_DFFE_PP_  RF.registers[0][2]$_DFFE_PP_
-- final cells by class --
| type | count | area (um2) | area share [%] |
|---|---|---|---|
| repair buffers | 22 | 191 | 29.9 |
| well taps | 46 | 57.6 | 8.98 |
| flip-flops and latches | 4 | 120 | 18.7 |
| inverters | 1 | 6.26 | 0.977 |
| multi-input cells | 29 | 243 | 37.9 |
| clock buffers | 3 | 22.5 | 3.52 |
-- repair_timing --
action,CTS,global route
endpoints found under the setup margin,3,1
setup buffers,1,0
pin swaps,5,1
gates resized,10,3
Power figures rest on the tool's default switching activity, not on a simulated workload.
